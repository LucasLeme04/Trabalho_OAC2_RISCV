$ cat design/flow/run.sh
#!/bin/bash
# OpenROAD 26Q1-2900-gdf79404cd8, Yosys 0.63+post, stock flow scripts
make -C /OpenROAD-flow-scripts/flow DESIGN_CONFIG=/design/flow/config.mk WORK_HOME=/design/flow/orfs finish
$ cat design/flow/config.mk
export PLATFORM = sky130hd
export DESIGN_NAME = inst_mem
export DESIGN_NICKNAME = inst_mem
export VERILOG_FILES = /design/flow/design.v
export SDC_FILE = /design/flow/constraint.sdc
export NUM_CORES = 4
export LEC_CHECK = 1
export CORE_AREA = 10 10 71 71
export DIE_AREA = 0 0 81 81
export SYNTH_MEMORY_MAX_BITS = 65536
$ cat design/flow/constraint.sdc
current_design inst_mem

set clk_period 2.3
set clk_io_pct 0.2

create_clock -name clk0 -period $clk_period

set non_clock_inputs [all_inputs -no_clocks]
set_input_delay [expr $clk_period * $clk_io_pct] -clock clk0 $non_clock_inputs
set_output_delay [expr $clk_period * $clk_io_pct] -clock clk0 [all_outputs]
$ cat design/flow/design.v
module inst_mem(
    input [31:0] PC,
    input reset,
    output [31:0] Instruction_Code
);
    reg [31:0] Memory [0:1023];
    wire [31:0] word_addr_full = PC[31:2];
    wire [9:0] word_addr = PC[11:2];
    integer i;
    initial begin
        Memory[0]  = 32'h03200613;         
        Memory[1]  = 32'h00F00693;         
        Memory[2]  = 32'h40D60733;         
        Memory[3]  = 32'h00C767B3;         
        Memory[4]  = 32'h01F6F813;         
        Memory[5]  = 32'h00F01023;         
        Memory[6]  = 32'h00001883;         
        Memory[7]  = 32'h00285913;         
        Memory[8]  = 32'h00C60863;         
        Memory[9]  = 32'h0FF00993;         
        Memory[10] = 32'h00000013;         
        Memory[11] = 32'h0000006F;         
        for (i = 12; i < 1024; i = i + 1) begin
            Memory[i] = 32'h00000013;
        end
    end
    assign Instruction_Code = (PC[1:0] != 2'b00) ? 32'h00000013 :
                            (word_addr_full >= 1024) ? 32'h00000013 :
                            Memory[word_addr];
endmodule
==> CHANGELOG.md <==
### Changed

* Sequential cell area at 0 µm²
* CP Class: in -> out
* Routed via count at 1043
* Vias in the first global route at 1151
* Starting density of the core at 18.35%
* Inst Count DP at around 210
* Unrepaired setup endpoints after global routing: yes
* Die span in y at ~81 µm
* Distinct lib cells used at 31
* WL/cell at 15.38 µm
* Max-Cap Viols at 0
* # rows at 22
* Status: finished, final reports clean
* Syn_area_per_cell at 7.249 µm²
* CP endpoint kind: output pin
* Pin count of the biggest net entering global routing at 12
* Leakage power at 0.0008010 µW
* Top cells by area, synth: ha_1, buf_4, a2111oi_2
* Most numerous logic cell after layout: buf_4
* P per Cell Area at 98.65 nW/µm²
* Gr usage total at 10.33%
* Crit path arrival time at 1.83 ns
* Setup crit start kind: input pin
* Clk_buf instances at 0
* Slowest-stage cell, CP: a2111oi_4
* Worst endpoint required time at between 1.5 and 2 ns
* Synth area leader: ha_1
* Grt total ovfl at 0
* Hold Path End: Instruction_Code[5]
* Vias per std cell at 4.535
* 1st-iter DRT viols at 78
* Hold WC Path Type: in -> out
* Area Growth Syn to Fin at 163.4%
* Slowest stage delay, CP at 0.33 ns
* Die X at about 81 µm
* Routability Congestion at roughly 0.86
* Final setup vio count at 0
* Mapped Area at 666.9 µm²
* Cell family with the largest share of critical-path delay: buffers and inverters
* Critical-path maximum fanout at 4
* Post-DP HPWL at approximately 2400 µm
* Die Area at between 6000 and 7000 µm²
* N_diodes at 0
* Post-route ant nets at 0
* Fin crit share at 99.73%
* Synthesized netlist cell count at 92
* PortBufs at 59
* Routed WL at 3537 µm
* Non-Filler Instances at 230
* Core ar. at 3633 µm²
* Cell mode on critical path: buf_6
* Util after Layout at 48.35%
* DRT Pass-1 Iters at 4
* Maximum clock frequency at 436.0 MHz
* Post-synth seq share at 0%
* Peak VDD IR at 0.05763 mV
* Final hold violation count at 0
* Filler cell count at 336
* Yosys stat cell total at 92
* Synth top area share at 13.13%
* Initial antenna violation count at 0
* Bufs and invs on worst path at 5
* Worst hold stages at 6
* Yosys Warn Count at 1
* Layout cell share with drive strength beyond 1 at 64.29%
* I/O pin total at 65
* Yosys chip area at 666.9 µm²
* CP cell instances: buf_2 -> nor4_4 -> nand4_1 -> buf_6 -> buf_6 -> buf_6 -> a2111oi_4 -> buf_2
* Flop count at 0
* Fin Hold WS at 1.408 ns
* Hold Buf Count CTS at 0
* Hold Startpoint: PC[1]
* First-pass GRT wire length at 5623 µm
* Levels on crit path at 8
* Most instantiated logic cells after routing: buf_4, buf_2, dlygate4sd2_1
* Tool Warnings at 40
* Tmin final at 2.294 ns
* Max-slew violation count at 0
* Final routed DRC violation total at 0
[repair_timing]
item                       4_1_cts  5_1_grt
gates cloned                     4        0
hold endpoints to repair         0        0
setup endpoints to repair       27       25
setup buffers                   12        1
resized                        167       31
pin swaps                       18       11
[area by class of cell]
cell class / instances / area [µm²] / area share [%]
multi-input combinational: 75 / 843.3 / 48.01
timing repair buffer: 103 / 834.6 / 47.51
tap: 48 / 60.06 / 3.419
inverter: 4 / 18.77 / 1.068
[worst max path at each step]
stage                   from  slack, ns              endpoint
final                 PC[17]      0.006  Instruction_Code[17]
after global routing   PC[7]      -0.08  Instruction_Code[18]
after CTS             PC[14]      0.002  Instruction_Code[17]
[cells by family after synthesis]
logic type                 after synthesis  synth area share [%]
and+or+nand+nor                         43                 40.15
buffers and inverters                   20                 18.01
AOI/OAI and AO/OA                       18                 24.20
adders and majority gates                7                 13.13
muxes                                    2                 3.377
other                                    2                 1.126
[Yosys cell counts, drive strengths merged]
master / number
nor3: 8
conb: 2
or3b: 1
a21boi: 1
nand4: 1
nor4: 13
a22oi: 2
ha: 7
a211oi: 3
a2111oi: 4
a21oi: 1
a2bb2oi: 1
or2: 1
a21o: 2
nand2: 6
nand3b: 1
or3: 1
o211a: 1
nor2b: 3
inv: 4
clkbuf: 1
nor2: 1
o21ai: 2
nand3: 2
mux2: 2
buf: 15
o21a: 1
nand2b: 5
[layer usage]
metal | part of all wire (%) | track usage (%) | wire (µm)
met1 | 44 | 13.25 | 1548
met5 | 0 | 0 | 0
met4 | 0.96 | 0.6920 | 34
met2 | 46 | 16.96 | 1615
met3 | 9.6 | 3.786 | 340
[worst min-delay path: cells and delay by family]
family | cells | cell delay (ns)
AND/OR/NAND/NOR | 2 | 0.13
buffers and inverters | 3 | 0.31
AND-OR/OR-AND | 1 | 0.04
[where the power goes]
part           internal, µW  switching (µW)  total (µW)
Clock                     0               0           0
Combinational          90.8            82.5         173
Sequential                0               0           0
Total                  90.8            82.5         173
[per-stage QoR]
step | setup TNS [ns] | area [µm²] | power, µW | worst slack [ns]
floorplan | 0 | 678.2 | 54.41 | 0.3244
global placement | -14.34 | 1446 | 145.7 | -0.5905
detailed placement | -14.34 | 1446 | 146.8 | -0.6110
CTS | 0 | 1654 | 151.5 | 0.002196
global route | -0.3894 | 1757 | 186.2 | -0.08233
finish | 0 | 1757 | 173.3 | 0.006246
Power and IR drop assume default switching activity.
