<file path="/design/flow/run.sh">
#!/bin/bash
# OpenROAD 26Q1-2900-gdf79404cd8, Yosys 0.63+post, stock flow scripts
make -C /OpenROAD-flow-scripts/flow DESIGN_CONFIG=/design/flow/config.mk WORK_HOME=/design/flow/orfs finish
</file>
<file path="/design/flow/config.mk">
export PLATFORM = sky130hd
export DESIGN_NAME = reg_file
export DESIGN_NICKNAME = reg_file
export VERILOG_FILES = /design/flow/design.v
export SDC_FILE = /design/flow/constraint.sdc
export NUM_CORES = 4
export LEC_CHECK = 1
export CORE_UTILIZATION = 50
</file>
<file path="/design/flow/constraint.sdc">
current_design reg_file

set clk_period 7.7
set clk_io_pct 0.2

create_clock -name clk0 -period $clk_period [get_ports {clock}]

set non_clock_inputs [all_inputs -no_clocks]
set_input_delay [expr $clk_period * $clk_io_pct] -clock clk0 $non_clock_inputs
set_output_delay [expr $clk_period * $clk_io_pct] -clock clk0 [all_outputs]
</file>
<file path="/design/flow/design.v">
module reg_file (
    input clock,
    input reset,
    input regwrite,
    input [4:0] read_reg_num1,
    input [4:0] read_reg_num2,
    input [4:0] write_reg,
    input [31:0] write_data,
    output [31:0] read_data1,
    output [31:0] read_data2
);
    reg [31:0] reg_memory [0:31];
    always @(posedge clock) begin
        if (regwrite && (write_reg != 5'b00000)) begin
            reg_memory[write_reg] <= write_data;
        end
    end
    assign read_data1 = (read_reg_num1 == 5'b00000) ? 32'b0 : 
                        (regwrite && (write_reg == read_reg_num1) && (write_reg != 5'b00000)) ? write_data :
                        reg_memory[read_reg_num1];
    assign read_data2 = (read_reg_num2 == 5'b00000) ? 32'b0 : 
                        (regwrite && (write_reg == read_reg_num2) && (write_reg != 5'b00000)) ? write_data :
                        reg_memory[read_reg_num2];
    initial begin
        for (integer i = 0; i < 32; i = i + 1) begin
            reg_memory[i] = 32'b0;
        end
    end
endmodule
</file>
==> highlights.md <==
## Timing
* **hold_ws** 1690 ps
* **transition time at the pin with the least slew margin** 1010 ps
* **Final period util** 0.862
* **Sum Neg Setup Slack** 0 ps
* **fin crit period** 6640 ps
* **Slew Limit Fails** 0
* **# setup viols final** 0
* **final number of hold-violating endpoints** 0
* **Worst slew margin** 0.325
* **highest attainable clock frequency** 151 MHz
* **setup repair after global routing missed its margin** no

## Min path
* **path category of the worst min-delay check** input port to flip-flop

## Logic synthesis
* **synthesized flop and latch total** 1024
* **sequential share of the synthesized area** 0.631
* **Most common reg cell** sky130_fd_sc_hd__edfxtp_1
* **mean instance size in the synthesized netlist** 16.1 um^2
* **Largest type area fraction** 0.631
* **total of warnings raised by yosys** 1
* **post-synthesis cell count from yosys** 3020
* **proportion of register bits with asynchronous set or reset after synthesis** 0
* **flip-flops with a built-in enable** 1024
* **Synth area leader** sky130_fd_sc_hd__edfxtp_1
* **post-synthesis instance area** 48700 um^2
* **number of unique standard cell types used by synthesis** 46
* **synth top area cells** sky130_fd_sc_hd__edfxtp_1 (63%), sky130_fd_sc_hd__mux2i_1 (14%), sky130_fd_sc_hd__mux4_2 (9.2%)
* **Cells after Synth** 3020
* **yosys-reported design area after synthesis** 48700 um^2

## Clock tree
* **count of hold buffers inserted by post-cts repair** 0
* **root buffer selected by CTS** sky130_fd_sc_hd__clkbuf_16
* **number of sinks on the clock net** 1024
* **number of levels the H-tree was split into** 3
* **number of gates resized after cts** 0
* **maximum clock path buffer count** 3
* **number of clock buffers inserted by TritonCTS** 109
* **Post CTS Setup Buffer Count** 0
* **register clock-pin slew on the reported worst setup and hold paths** 60 ps
* **clock tree from TritonCTS** done

## Final layout
* **# fillers** 7117
* **number of flip-flops in the largest register** 1024
* **Layout area overhead** 12.9%
* **Largest Register** reg_memory
* **tally of non-filler cells in the final layout** 4507
* **Largest regs** reg_memory x1024
* **final std cell area, no fill** 55000 um^2
* **final core utilization** 0.570
* **layout cells sized above 1** 0.162
* **sequential standard cell area** 30700 um^2
* **footprint of the multi-input gates** 17100 um^2

## Job
* **total tool warning count** 27
* **# Max-Cap Violations** 0

## Placed design
* **total of buffers placed on input and output ports** 112
* **half-perimeter wire length after placement** 82600 um
* **Cell Count Post-Placement** 4313
* **weighted congestion at the end of routability-driven global placement** 0.907
* **dpl cell area** 51700 um^2

## Route
* **Vias/cell** 6.64
* **violation tally from detailed-route iteration zero** 2048
* **Initial DRT Pass Iterations** 5
* **number of routed nets with antenna violations** 0
* **DR DRC count** 0
* **count of vias placed by the detailed router** 29.9k
* **average wire per standard cell** 32.8 um
* **wire length reported by the detailed router** 148000 um

## Global route
* **global-route wire length before repair** 213000 um
* **total global routing overflow** 0
* **largest net degree at the start of global routing** 85
* **GRT Total Usage** 0.335
* **initial antenna violation count** 7
* **via count of the first global-routing pass** 32.0k

## Floorplanning
* **Die ar.** 98700 um^2
* **chip width** 314 um
* **num rows** 114
* **Starting Density** 0.504
* **Chip Height** 314 um
* **placeable core area** 96600 um^2
* **top-level I/O count** 114

## Worst setup path
* **Arrival @ worst endpoint** 5100 ps
* **critical path endpoint category** primary output
* **CP Max Fanout** 19
* **required time at the worst-slack endpoint** 6160 ps
* **critical path start-end classification** input port to primary output
* **worst setup path endpoint** read_data1[15]
* **Critical Path Source** write_reg[1]
* **nature of the critical path startpoint** input port

## Power and ir drop
* **power per cell area** 224 nW/um^2
* **Pleak** 0.0191 uW
* **maximum ir drop on the vdd rail** 197 uV

## Outcome
* **outcome** finished clean

[synth_stat cells, types with 2 or more instances]
master,number
sky130_fd_sc_hd__nand3b_1,2
sky130_fd_sc_hd__nand3_1,98
sky130_fd_sc_hd__xor2_1,4
sky130_fd_sc_hd__nand3_2,2
sky130_fd_sc_hd__mux2i_1,692
sky130_fd_sc_hd__or4_1,3
sky130_fd_sc_hd__o211ai_1,31
sky130_fd_sc_hd__buf_1,12
sky130_fd_sc_hd__a21oi_1,95
sky130_fd_sc_hd__nor2b_1,8
sky130_fd_sc_hd__mux4_2,199
sky130_fd_sc_hd__buf_4,20
sky130_fd_sc_hd__a221oi_1,62
sky130_fd_sc_hd__clkbuf_2,3
sky130_fd_sc_hd__a31oi_1,62
sky130_fd_sc_hd__edfxtp_1,1024
sky130_fd_sc_hd__o221a_1,31
sky130_fd_sc_hd__a22oi_1,189
sky130_fd_sc_hd__and3_1,31
sky130_fd_sc_hd__o21ai_0,63
sky130_fd_sc_hd__nand2_1,101
sky130_fd_sc_hd__clkbuf_1,120
sky130_fd_sc_hd__nor2_1,35
sky130_fd_sc_hd__buf_6,12
sky130_fd_sc_hd__buf_2,89
sky130_fd_sc_hd__and2_1,3
sky130_fd_sc_hd__or2_2,2
sky130_fd_sc_hd__xnor2_1,6
sky130_fd_sc_hd__and3b_1,2
sky130_fd_sc_hd__or2b_1,2
sky130_fd_sc_hd__nor3b_1,2
[per-layer routing]
metal  vias up  routed length (um)  part of all wire  GRT usage
met5         -                 276            0.0019     0.0271
met4        18                4550             0.031     0.0824
met3       323               26400              0.18      0.253
met2      2175               67300              0.46      0.471
met1     14700               49300              0.33      0.432
li1      12700                   -                 -          -
[logic make-up after synthesis]
| logic type | count (synthesis) | share of synthesized area |
|---|---|---|
| other | 1 | 0.0000770 |
| AOI/OAI and AO/OA | 539 | 0.0776 |
| buffers and inverters | 257 | 0.0256 |
| DFF | 1024 | 0.631 |
| xor gates and xnor gates | 10 | 0.00180 |
| muxes | 892 | 0.234 |
| and+or+nand+nor | 297 | 0.0292 |
[power by group]
| part | total (uW) | switching [uW] | internal, uW | leakage, uW |
|---|---|---|---|---|
| Clock | 4890 | 2070 | 2810 | 0.00159 |
| Combinational | 1200 | 712 | 490 | 0.00828 |
| Sequential | 6250 | 31.2 | 6220 | 0.00925 |
| Total | 12300 | 2820 | 9520 | 0.0191 |
[placed cells by master, fill, tap and decap left out, drive strengths merged, types with 45 or more instances in the layout]
cell and instances:
clkinv 45, mux2i 692, nand3 100, a21oi 95, nand2 101, a221oi 62, clkbuf 142, a22oi 189
o21ai 64, a31oi 62, mux4 199, edfxtp 1024, buf 140, clkdlybuf4s50 102
[cell type report]
cell class	instances	share of cell area
inverters	1	0.0000683
flip-flops and latches	1024	0.559
clock inverters	51	0.00612
diodes	1	0.0000455
well taps	1276	0.0290
multi-input cells	1770	0.312
clock buffers	142	0.0534
repair buffers	242	0.0405
[worst min path at each step]
stage	start	endpoint	slack (ps)	cells past startpoint
CTS	write_data[12]	reg_memory[22][12]	1650	2
global route	write_data[12]	reg_memory[22][12]	1700	2
finish	write_data[14]	reg_memory[7][14]	1690	2
[worst max-delay path, cell delays in order]
cell                              delay (ps)
sky130_fd_sc_hd__clkdlybuf4s50_1         600
sky130_fd_sc_hd__or2_1                   320
sky130_fd_sc_hd__o41ai_2                 290
sky130_fd_sc_hd__or4_2                   600
sky130_fd_sc_hd__buf_4                   320
sky130_fd_sc_hd__o21ai_0                  90
sky130_fd_sc_hd__a31oi_1                 700
sky130_fd_sc_hd__clkdlybuf4s50_1         620
[per-stage QoR]
step,power [uW],worst slack (ps)
6_report,12300,1060
5_1_grt,12700,886
4_1_cts,12400,1230
3_5_place_dp,7550,1240
3_3_place_gp,7540,1270
2_1_floorplan,7020,3160
Power and IR drop assume default switching activity.
